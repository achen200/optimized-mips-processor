==> config.mk <==
export PLATFORM = sky130hd
export DESIGN_NAME = cache_bank_core
export DESIGN_NICKNAME = cache_bank_core
export VERILOG_FILES = /design/flow/design.v
export SDC_FILE = /design/flow/constraint.sdc
export NUM_CORES = 4
export LEC_CHECK = 1
export CORE_UTILIZATION = 40
==> constraint.sdc <==
current_design cache_bank_core

set clk_period 7.8
set clk_io_pct 0.2

create_clock -name clk0 -period $clk_period [get_ports {clk}]

set non_clock_inputs [all_inputs -no_clocks]
set_input_delay [expr $clk_period * $clk_io_pct] -clock clk0 $non_clock_inputs
set_output_delay [expr $clk_period * $clk_io_pct] -clock clk0 [all_outputs]
==> design.v <==
import mips_core_pkg::*;
interface axi_write_address ();
	logic AWVALID, AWREADY;
	logic [3:0] AWID;
	logic [3:0] AWLEN;
	logic [26 - 1 : 0] AWADDR;
	modport master (input AWREADY, output AWVALID, AWID, AWLEN, AWADDR);
	modport slave (output AWREADY, input AWVALID, AWID, AWLEN, AWADDR);
endinterface
interface axi_write_data ();
	logic WVALID, WREADY, WLAST;
	logic [3:0] WID;
	logic [32 - 1 : 0] WDATA;
	modport master (input WREADY, output WVALID, WLAST, WID, WDATA);
	modport slave (output WREADY, input WVALID, WLAST, WID, WDATA);
endinterface
interface axi_write_response ();
	logic BVALID, BREADY;
	logic [3:0] BID;
	modport master (input BVALID, BID, output BREADY);
	modport slave (output BVALID, BID, input BREADY);
endinterface
interface axi_read_address ();
	logic ARVALID, ARREADY;
	logic [3:0] ARID;
	logic [3:0] ARLEN;
	logic [26 - 1 : 0] ARADDR;
	modport master (input ARREADY, output ARVALID, ARID, ARLEN, ARADDR);
	modport slave (output ARREADY, input ARVALID, ARID, ARLEN, ARADDR);
endinterface
interface axi_read_data ();
	logic RVALID, RREADY, RLAST;
	logic [3:0] RID;
	logic [32 - 1 : 0] RDATA;
	modport master (output RREADY, input RVALID, RLAST, RID, RDATA);
	modport slave (input RREADY, output RVALID, RLAST, RID, RDATA);
endinterface
package mips_core_pkg;
typedef enum logic [4:0] {
	zero = 5'd0,
	at = 5'd1,
	v0 = 5'd2,
	v1 = 5'd3,
	a0 = 5'd4,
	a1 = 5'd5,
	a2 = 5'd6,
	a3 = 5'd7,
	t0 = 5'd8,
	t1 = 5'd9,
	t2 = 5'd10,
	t3 = 5'd11,
	t4 = 5'd12,
	t5 = 5'd13,
	t6 = 5'd14,
	t7 = 5'd15,
	s0 = 5'd16,
	s1 = 5'd17,
	s2 = 5'd18,
	s3 = 5'd19,
	s4 = 5'd20,
	s5 = 5'd21,
	s6 = 5'd22,
	s7 = 5'd23,
	t8 = 5'd24,
	t9 = 5'd25,
	k0 = 5'd26,
	k1 = 5'd27,
	gp = 5'd28,
	sp = 5'd29,
	s8 = 5'd30,
	ra = 5'd31
} MipsReg;
typedef enum logic [4:0] {
	ALUCTL_NOP,			 
	ALUCTL_ADD,			 
	ALUCTL_ADDU,		 
	ALUCTL_SUB,			 
	ALUCTL_SUBU,		 
	ALUCTL_AND,			 
	ALUCTL_OR,			 
	ALUCTL_XOR,			 
	ALUCTL_SLT,			 
	ALUCTL_SLTU,		 
	ALUCTL_SLL,			 
	ALUCTL_SRL,			 
	ALUCTL_SRA,			 
	ALUCTL_SLLV,		 
	ALUCTL_SRLV,		 
	ALUCTL_SRAV,		 
	ALUCTL_NOR,			 
	ALUCTL_MTC0_PASS,	 
	ALUCTL_MTC0_FAIL,	 
	ALUCTL_MTC0_DONE,	 
	ALUCTL_BA,			 
	ALUCTL_BEQ,
	ALUCTL_BNE,
	ALUCTL_BLEZ,
	ALUCTL_BGTZ,
	ALUCTL_BGEZ,
	ALUCTL_BLTZ
} AluCtl;
typedef enum logic {
	WRITE,
	READ
} MemAccessType;
typedef enum logic {
	NOT_TAKEN,
	TAKEN
} BranchOutcome;
endpackage
module cache_bank #(parameter DATA_WIDTH = 32, parameter ADDR_WIDTH = 4)(
	input clk,	 
	input i_we,	 
	input logic [DATA_WIDTH - 1 : 0] i_wdata,			 
	input logic [ADDR_WIDTH - 1 : 0] i_waddr, i_raddr,	 
	output logic [DATA_WIDTH - 1 : 0] o_rdata			 
);
	logic [DATA_WIDTH - 1 : 0] new_data;
	logic [DATA_WIDTH - 1 : 0] old_data;
	logic new_data_flag;
	generate
		if (ADDR_WIDTH < 4) begin
			cache_bank_core #(DATA_WIDTH, ADDR_WIDTH)
				BANK_CORE (
					.clk, .i_we, .i_waddr, .i_raddr, .i_wdata,
					.o_rdata(old_data)
			);
		end else begin
			sram #(.DATA_WIDTH(DATA_WIDTH), .ADDR_WIDTH(ADDR_WIDTH)) BANK_CORE (
				.clk0(clk), .csb0(~i_we), .addr0(i_waddr), .din0(i_wdata),
				.clk1(clk), .csb1('0), .addr1(i_raddr), .dout1(old_data)
			);
		end
	endgenerate
	assign o_rdata = new_data_flag ? new_data : old_data;
	always_ff @(posedge clk)
	begin
		new_data <= i_wdata;
		new_data_flag <= i_we & (i_raddr == i_waddr);
	end
endmodule
module cache_bank_core #(parameter DATA_WIDTH = 32, parameter ADDR_WIDTH = 4)(
	input clk,	 
	input i_we,	 
	input logic [DATA_WIDTH - 1 : 0] i_wdata,			 
	input logic [ADDR_WIDTH - 1 : 0] i_waddr, i_raddr,	 
	output logic [DATA_WIDTH - 1 : 0] o_rdata			 
);
	localparam DEPTH = 1 << ADDR_WIDTH;
	logic [DATA_WIDTH - 1 : 0] data [DEPTH];
	always_ff @(posedge clk)
	begin
		o_rdata <= data[i_raddr];
		if (i_we)
			data[i_waddr] <= i_wdata;
	end
endmodule
==> run.sh <==
#!/bin/bash
# OpenROAD 26Q1-2900-gdf79404cd8, Yosys 0.63+post, stock flow scripts
make -C /OpenROAD-flow-scripts/flow DESIGN_CONFIG=/design/flow/config.mk WORK_HOME=/design/flow/orfs finish
==> changes_impl.md <==
## Flow update

* Row count at 81
* Worst Max-Slew Pin Slew at 0.670 ns
* Comb area at 3750 µm²
* Sw Share at 0.200
* Achievable Freq at 301 MHz
* CTS sink count at 544
* Wire length per cell at 25.0 µm
* Initial DRT Pass Iterations at 4
* Most numerous logic cells after layout: edfxtp_1 (512), mux4_2 (128), clkdlybuf4s50_1 (71), a22oi_1 (64), clkbuf_16 (57)
* Slew HR at 0.553
* # Cells Yosys at 838
* Hold crit path type: reg -> reg
* Hold_buf cts at 0
* Fin crit share at 0.426
* DRC viols at 0
* Sequential fraction of the synthesis area at 0.807
* Clock network power share at 0.414
* Dpl hpwl at 21600 µm
* Setup crit start kind: input pin
* Ys flops at 544
* CTS tree: yes
* Initial antenna violation count at 2
* Layout overhead on the synthesized area at 17.3%
* Die area at 50500 µm²
* Worst vdd ir at 158 µV
* Fill count at 3907
* Core Util, Final at 0.476
* Chip area line of the yosys report at 19900 µm²
* Logic pwr share at 0.049
* Post-DRT Antenna Nets at 0
* Fraction of layout cells with a size suffix above 1 at 0.255
* Seq pwr share at 0.537
* I/O Buffers at 73
* Max Cap Violations at 0
* Ports at 74
* Worst path required time at 8.26 ns
* Seq. cell area at 16000 µm²
* Worst setup path class: in -> reg
* Status: completed
* Post-Synthesis Cells at 838
* Global-route usage over all layers at 0.188
* Clock Skews at 0.0137 ns
* Critical path arrival at 3.78 ns
* Fin. Hold Viols at 0
* Post-CTS Setup Repair Bufs at 0
* Total CTS buffers at 54
* Initial Util at 0.406
* Crit path max fanout at 51
* Cell variety after synth at 18
* Htree depth at 2
* First-pass GRT wire length at 62100 µm
* P_sw at 1220 µW
* Via/cell ratio at 5.37
* Reg2reg setup slack at 6.40 ns
* # diodes at 0
* Insertion Delay late pin at 0.59 ns
* Power per cell area at 263 nW/µm²
* Vias in the first global route at 10023
* Clk slew on worst S/H paths at 0.06 ns
* Largest net degree at the start of global routing at 91
* Min Clock Period, post-route at 3.32 ns
* Yosys warns at 1
* GPL Wtd Cong at 0.753
* Die X at 225 µm
* GRT overflow at 0
* Drt initial violations at 510
* Synthesized area per cell at 23.7 µm²
* Via count at 8903
* Internal at 4900 µW
* CTS Buffer Depth at 3
* Gates resized, CTS repair at 0
* Root Driver: clkbuf_16
* Leak at 0.00731 µW
* Slew Limit Fails at 0
* RSZ-0062 raised after global routing: no
* Log Warnings at 25
* Commonest Layout Cell: edfxtp_1
* Final setup TNS at 0 ns
* Core ar. at 49000 µm²
* Synth Cell Area at 19900 µm²
* Final setup violation count at 0
* Final WL at 41600 µm
* Die extent in y at 225 µm
* Crit end category: flip-flop
[worst paths after layout]
path                       to          from  cells after the start
setup reg to reg  o_rdata[24]  data[11][24]                      3
setup / recovery  o_rdata[24]    i_raddr[0]                      5
hold reg to reg    o_rdata[7]   data[15][7]                      3
hold / removal     o_rdata[7]   data[15][7]                      3
[sequential cells by signal, summed over array words and instances (netlist names)]
name     cells
data       512
o_rdata     32
[Yosys cell counts, drive strengths merged]
cell type | count | area (µm²)
dfxtp | 32 | 641
nand3b | 2 | 15.0
clkbuf | 17 | 63.8
nand2b | 2 | 12.5
and2 | 1 | 6.26
or3b | 1 | 8.76
a22oi | 64 | 480
nand3 | 1 | 5.00
nor2 | 13 | 48.8
nor3 | 4 | 20.0
nor2b | 2 | 12.5
buf | 26 | 159
edfxtp | 512 | 15400
nand2 | 33 | 124
mux4 | 128 | 2880
[per-stage QoR]
| step | cell area (µm²) | std cells | power (µW) | hold WS [ns] | worst slack [ns] |
|---|---|---|---|---|---|
| detailed placement | 21500 | 1559 | 3660 | 0.653 | 3.76 |
| global route | 23300 | 1659 | 6330 | 0.704 | 4.26 |
| finish | 23300 | 1659 | 6120 | 0.662 | 4.48 |
| floorplan | 19900 | 838 | 3490 | 0.635 | 3.06 |
| global placement | 21500 | 1559 | 3650 | 0.656 | 3.77 |
| CTS | 23300 | 1659 | 6190 | 0.669 | 4.39 |
[area by class of cell]
type / instances / area share
tap: 664 / 0.0357
sequential: 544 / 0.688
timing repair buffer: 100 / 0.0407
multi-input combinational: 251 / 0.161
clock buffer: 78 / 0.0672
clock inverter: 22 / 0.00784
[routing by layer]
metal / global-route usage / share of wire
met5: 0 / 0.00065
met4: 0.0340 / 0.021
met3: 0.127 / 0.15
met2: 0.281 / 0.49
met1: 0.246 / 0.34
[worst max-delay path, stage by stage]
cell and delay (ns):
clkbuf_8 0.53, buf_4 0.60, mux4_2 0.58, a22oi_1 0.32, nand2_1 0.11
[logic make-up (layout without fill, tap and decap cells)]
kind of cell | count (synthesis) | count (layout) | share of synthesized area
AND-OR/OR-AND | 64 | 64 | 0.0242
flip-flops | 544 | 544 | 0.807
buffers and inverters | 43 | 200 | 0.0112
multiplexers | 128 | 128 | 0.145
AND/OR/NAND/NOR | 59 | 59 | 0.0127
[power by group through the flow]
stage,Combinational [µW],Sequential (µW),Clock (µW)
4_1_cts,307,3290,2590
5_1_grt,327,3300,2700
6_report,298,3290,2530
No activity file was given, so power comes from the tool's default toggle rates.
