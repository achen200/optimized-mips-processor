==> ./design.v <==
import mips_core_pkg::*;
interface axi_write_address ();
	logic AWVALID, AWREADY;
	logic [3:0] AWID;
	logic [3:0] AWLEN;
	logic [26 - 1 : 0] AWADDR;
	modport master (input AWREADY, output AWVALID, AWID, AWLEN, AWADDR);
	modport slave (output AWREADY, input AWVALID, AWID, AWLEN, AWADDR);
endinterface
interface axi_write_data ();
	logic WVALID, WREADY, WLAST;
	logic [3:0] WID;
	logic [32 - 1 : 0] WDATA;
	modport master (input WREADY, output WVALID, WLAST, WID, WDATA);
	modport slave (output WREADY, input WVALID, WLAST, WID, WDATA);
endinterface
interface axi_write_response ();
	logic BVALID, BREADY;
	logic [3:0] BID;
	modport master (input BVALID, BID, output BREADY);
	modport slave (output BVALID, BID, input BREADY);
endinterface
interface axi_read_address ();
	logic ARVALID, ARREADY;
	logic [3:0] ARID;
	logic [3:0] ARLEN;
	logic [26 - 1 : 0] ARADDR;
	modport master (input ARREADY, output ARVALID, ARID, ARLEN, ARADDR);
	modport slave (output ARREADY, input ARVALID, ARID, ARLEN, ARADDR);
endinterface
interface axi_read_data ();
	logic RVALID, RREADY, RLAST;
	logic [3:0] RID;
	logic [32 - 1 : 0] RDATA;
	modport master (output RREADY, input RVALID, RLAST, RID, RDATA);
	modport slave (input RREADY, output RVALID, RLAST, RID, RDATA);
endinterface
package mips_core_pkg;
typedef enum logic [4:0] {
	zero = 5'd0,
	at = 5'd1,
	v0 = 5'd2,
	v1 = 5'd3,
	a0 = 5'd4,
	a1 = 5'd5,
	a2 = 5'd6,
	a3 = 5'd7,
	t0 = 5'd8,
	t1 = 5'd9,
	t2 = 5'd10,
	t3 = 5'd11,
	t4 = 5'd12,
	t5 = 5'd13,
	t6 = 5'd14,
	t7 = 5'd15,
	s0 = 5'd16,
	s1 = 5'd17,
	s2 = 5'd18,
	s3 = 5'd19,
	s4 = 5'd20,
	s5 = 5'd21,
	s6 = 5'd22,
	s7 = 5'd23,
	t8 = 5'd24,
	t9 = 5'd25,
	k0 = 5'd26,
	k1 = 5'd27,
	gp = 5'd28,
	sp = 5'd29,
	s8 = 5'd30,
	ra = 5'd31
} MipsReg;
typedef enum logic [4:0] {
	ALUCTL_NOP,			 
	ALUCTL_ADD,			 
	ALUCTL_ADDU,		 
	ALUCTL_SUB,			 
	ALUCTL_SUBU,		 
	ALUCTL_AND,			 
	ALUCTL_OR,			 
	ALUCTL_XOR,			 
	ALUCTL_SLT,			 
	ALUCTL_SLTU,		 
	ALUCTL_SLL,			 
	ALUCTL_SRL,			 
	ALUCTL_SRA,			 
	ALUCTL_SLLV,		 
	ALUCTL_SRLV,		 
	ALUCTL_SRAV,		 
	ALUCTL_NOR,			 
	ALUCTL_MTC0_PASS,	 
	ALUCTL_MTC0_FAIL,	 
	ALUCTL_MTC0_DONE,	 
	ALUCTL_BA,			 
	ALUCTL_BEQ,
	ALUCTL_BNE,
	ALUCTL_BLEZ,
	ALUCTL_BGTZ,
	ALUCTL_BGEZ,
	ALUCTL_BLTZ
} AluCtl;
typedef enum logic {
	WRITE,
	READ
} MemAccessType;
typedef enum logic {
	NOT_TAKEN,
	TAKEN
} BranchOutcome;
endpackage
import mips_core_pkg::*;
module value_prediction #(
    parameter INDEX_WIDTH = 6
) (
    input clk, rst_n,
	input vp_en, 			 
	input recovery_done, 	 
	input recover_en,		 
    input [26 - 1 : 0] addr,  
    cache_output_ifc.in d_cache_data,
	d_cache_input_ifc.in d_cache_req,
    output [32 - 1 : 0] out,  
	output [26 - 1 : 0] last_predicted_pc,  
    output recover, 	 
	output vp_lock, 	 
	output out_valid,	 
	output done 		 
);
logic [26 - 1 : 0] last_predicted;
logic [32 - 1 : 0] predicted;
always_comb begin
    predicted = '0; 
end
always_ff @(posedge clk) begin
	if(done) done <= 1'b0;
	if(recovery_done) begin 
		vp_lock <= 1'b0;
	end
	else if(~vp_en) begin
		out <= d_cache_data.data;
		out_valid <= d_cache_data.valid;
	end
	else if(vp_en) begin 
		if(~vp_lock) begin  
			vp_lock <= 1'b1; 
			done <= 1'b0;
			last_predicted <= predicted;
			last_predicted_pc <= addr;
			out <= predicted;
			out_valid <= 1'b1; 	 
		end
		else
			out_valid <= 1'b0; 
	end			
end
logic first;	 
always_ff @(posedge clk) begin
	if(d_cache_data.valid & recover_en) begin	
		first <= 1'b0;
		if(first) begin
			if(d_cache_data.data != last_predicted) begin
				recover <= 1'b1;
			end
			else begin
				vp_lock <= 1'b0;
				done <= 1'b1;
				out_valid <= 1'b0;
			end
		end 
		else recover <= 1'b0;
	end
	else begin
		first <= 1'b1;
		recover <= 1'b0;
	end
end
endmodule
==> ./run.sh <==
#!/bin/bash
# OpenROAD 26Q1-2900-gdf79404cd8, Yosys 0.63+post, stock flow scripts
make -C /OpenROAD-flow-scripts/flow DESIGN_CONFIG=/design/flow/config.mk WORK_HOME=/design/flow/orfs finish
==> ./config.mk <==
export PLATFORM = sky130hd
export DESIGN_NAME = value_prediction
export DESIGN_NICKNAME = value_prediction
export VERILOG_FILES = /design/flow/design.v
export SDC_FILE = /design/flow/constraint.sdc
export NUM_CORES = 4
export LEC_CHECK = 1
export CORE_AREA = 10 10 99 99
export DIE_AREA = 0 0 109 109
==> ./constraint.sdc <==
current_design value_prediction

set clk_period 2.5
set clk_io_pct 0.2

create_clock -name clk0 -period $clk_period [get_ports {clk}]

set non_clock_inputs [all_inputs -no_clocks]
set_input_delay [expr $clk_period * $clk_io_pct] -clock clk0 $non_clock_inputs
set_output_delay [expr $clk_period * $clk_io_pct] -clock clk0 [all_outputs]
==> out/metrics.cfg <==
[pwr]
comb_power_share_pct = 12.3
switching_share_pct = 18.1
p_seq_share_pct = 60.2
p_int_uw = 704
leakagePower_uw = 0.000607
clock_power_share_pct = 27.5
switchingPower_uw = 156
ir_drop_mv = 0.134
power_density_nw_per_um2 = 521

[timing]
rsz0062_at_grt = no
clock.fmax_ghz = 0.631
report.final.slew_viol_count = 0
layout_setup_ws_ns = 0.915
period_used_pct = 63.4
period_needed_ns = 1.58
hold_viol = 0
setup_violations = 0
fin_hold_ws_ns = 0.782
setup_tns_ns = 0

[floorplan]
num_rows = 32
dieArea_um2 = 11900
core_um2 = 7730
fp.dieH_um = 109
io_pins = 93
die_w_um = 109
fp-utilization_pct = 13.8

[final_layout]
largest_reg_flops = 26
top_register = last_predicted_pc
postLayoutCoreUtil_pct = 21.4
layout-drive-gt1-share_pct = 4.10
fillers = 812
comb_area_um2 = 149
largestRegisters = last_predicted_pc: 26 flops
area_growth_pct = 54.4
flop_area_um2 = 781

[critical_path]
cpMaxStageDelayCell = clkdlybuf4s50_1
worstSetupPathType = flip-flop to output port
startpoint = last_predicted_pc[20]
start_kind = flip-flop
endpoint = last_predicted_pc[20]
end_kind = output port
worstPathRequired_ns = 2.00
critPathBufInv = 1
critPathMaxStageDelay_ns = 0.50
crit_fanout = 1
worstPathCellList = clkdlybuf4s50_1
worst-path-stages = 1
critPathTopFamily = buffers and inverters
cp.arrival_ns = 1.08

[yosys]
ys_ff = 26
ys_cells = 64
ys_warn_count = 45
synth.avg_cell_area_um2 = 16.7
syn_area_um2 = 1070
syn-instance-count = 64
synth.distinct_cells = 4
ys_area_um2 = 1070
ys_seq_share_pct = 73.1

[place]
dp_worst_setup_slack_ns = 0.727
place_hpwl_um = 2300
place.gp.congestion = 0.722
numPortBuffers = 54

[clock_network]
cts_resized = 0
cts_root_buf = clkbuf_8
cts_max_level = 1
clkTransAtPathRegs_ns = 0.09
post-cts-setup-buffers = 0
cts_buffer_depth = 2
cts_sinks = 26
cts_tree = built
cts_hold_buf = 0
numCtsBuffers = 3

[detailed_routing]
vias_per_cell = 2.53
drt-total-wl_um = 2660
dr_total_vias = 567
first_pass_iters = 2
antenna_cells = 0
postRouteAntennaNets = 0
wire_per_inst_um = 11.9
drc = 0
drt_iter0_drc = 9

[global_route]
antenna_found_initial = 0
grt_pass1_vias = 602
grt_start_max_net_pins = 27
grt_pass1_wl_um = 3390
gr-usage-all-layers_pct = 3.69
grt_overflow = 0

[status]
status = finished, final reports clean

[run]
max_cap_viol_count = 0
tool_warnings = 27

[worst_hold_path]
hold_class = input pin to flip-flop
hold_depth = 1

## layout make-up
type,count,share of cell area (%)
multi-input combinational,37,9.02
clock inverter,1,0.227
sequential,26,47.3
tap,102,7.73
timing repair buffer,55,33.2
clock buffer,3,2.50
## power groups by stage
stage         clock network (uW)  logic, uW  registers (uW)
global route                 264        117             520
finish                       237        106             518
CTS                          250        111             518
## worst min-delay path by stage
stage,start,end
4_1_cts,addr[22],last_predicted_pc[22]
5_1_grt,addr[14],last_predicted_pc[14]
6_report,addr[3],last_predicted_pc[3]
## metal layers
layer / vias up / GRT usage, % / routed length [um]
met3: 4 / 1.73 / 362
met1: 251 / 4.23 / 971
met2: 52 / 6.04 / 1270
met4: 0 / 1.13 / 53
li1: 260 / - / -
met5: - / 0 / 0
## cell usage in the layout (no fill, tap or decap)
master | netlist | routed
clkinv_1 | 0 | 1
buf_4 | 36 | 1
clkbuf_8 | 0 | 3
nor2b_4 | 1 | 1
edfxtp_1 | 26 | 26
clkdlybuf4s50_1 | 0 | 54
conb_1 | 1 | 36
## logic make-up (layout without fill, tap and decap cells)
logic type             count (synthesis)  count (layout)  synth area share [%]
DFF                                   26              26                  73.1
and+or+nand+nor                        1               1                  1.29
buffers and inverters                 36              59                  25.3
other                                  1              36                 0.351
## cell usage after synthesis, drive strengths merged
master | number | share of area, %
buf | 36 | 25
edfxtp | 26 | 73
nor2b | 1 | 1.3
conb | 1 | 0.35
## through the flow
stage          power, uW  instance area [um^2]  instances
2_1_floorplan        569                  1200         99
3_3_place_gp         639                  1610        220
3_5_place_dp         639                  1610        220
4_1_cts              880                  1650        224
5_1_grt              901                  1650        224
6_report             860                  1650        224
Power and IR drop assume default switching activity.
